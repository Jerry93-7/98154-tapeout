File: ./design.v
`default_nettype none
module Decoder
#(parameter WIDTH = 8)
  (input logic en,
   input logic [$clog2(WIDTH)-1:0] I, 
   output logic [WIDTH-1:0] D);
      always_comb 
        if(en == 1'b0) begin
            D = 8'd0;
        end
        else begin
            case (I)
                3'b000 : D = 8'b00000001; 
                3'b001 : D = 8'b00000010; 
                3'b010 : D = 8'b00000100; 
                3'b011 : D = 8'b00001000; 
                3'b100 : D = 8'b00010000; 
                3'b101 : D = 8'b00100000; 
                3'b110 : D = 8'b01000000; 
                3'b111 : D = 8'b10000000; 
            endcase
        end
endmodule : Decoder
module BarrelShifter
#(parameter WIDTH = 16)
  (input logic [WIDTH-1:0] V,
   input logic [$clog2(WIDTH)-1:0] by,
   output logic [WIDTH-1:0] S);
  assign S = (V << by);
endmodule: BarrelShifter
module Multiplexer
#(parameter WIDTH = 8)
  (input logic [WIDTH-1:0] I,
   input logic [$clog2(WIDTH)-1:0] S,
   output logic Y);
   assign Y = I[S];
endmodule: Multiplexer
module Mux2to1
#(parameter WIDTH = 8)
  (input logic [WIDTH-1:0] I0,
   input logic [WIDTH-1:0] I1,
   input logic S,
   output logic [WIDTH-1:0] Y);
   always_comb
     case(S)
        1'b0 : Y = I0; 
        1'b1 : Y = I1;
     endcase
endmodule: Mux2to1
module MagComp
#(parameter WIDTH = 8)
  (input logic [WIDTH-1:0] A, 
   input logic [WIDTH-1:0] B,
   output logic AeqB, AltB, AgtB);
  assign AeqB = (A == B);
  assign AltB = (A < B);
  assign AgtB = (A > B);
endmodule: MagComp
module Comparator
#(parameter WIDTH = 4)
  (input logic [WIDTH-1:0] A, B,
   output logic AeqB);
  assign AeqB = (A == B);
endmodule: Comparator
module Adder
#(parameter WIDTH = 5)
  (input logic cin,
   input logic [WIDTH-1:0] A, B,
   output logic cout,
   output logic [WIDTH-1:0] sum);
  always_comb begin
    {cout, sum} = A + B + cin;
  end
endmodule: Adder
module DFlipFlop
  (input logic D, preset_L, reset_L, clock,
   output logic Q);
   always_ff @(posedge clock, negedge reset_L) begin
     if(~preset_L)
       Q <= 1;
     else if(~reset_L)
       Q <= 0;
     else
       Q <= D;
   end
endmodule: DFlipFlop
module Register
#(parameter WIDTH = 8)
  (input logic en, clear, clock,
   input logic [WIDTH-1:0] D,
   output logic [WIDTH-1:0] Q);
   always_ff @(posedge clock)
     if(en) begin
       Q <= D;
     end
     else if(clear) begin
       Q <= {WIDTH {1'b0}};
     end
endmodule: Register
module width_FlipFlop
#(parameter WIDTH = 8)
  (input logic preset_L, reset_L, clock,
   input logic [WIDTH-1:0] D,
   output logic [WIDTH-1:0] Q);
   always_ff @(posedge clock, negedge reset_L) begin
     if(~preset_L)
       Q <= 8'b1;
     else if(~reset_L)
       Q <= 8'b0;
     else
       Q <= D;
   end
endmodule: width_FlipFlop
module Counter
#(parameter WIDTH = 8)
  (input logic              en, 
   input logic              clear, 
   input logic              load, 
   input logic              up, 
   input logic              clock,
   input logic  [WIDTH-1:0] D,
   output logic [WIDTH-1:0] Q);
   logic iterator;
  always_ff @(posedge clock, posedge clear)
     if (clear) begin
       Q <= {WIDTH {1'b0}};
     end
     else if(load) begin
       Q <= D;
     end
     else if(en & ~load) begin
       iterator = up ? 1 : -1;
       Q <= Q + iterator; 
     end
endmodule: Counter
module Synchronizer
#(parameter WIDTH = 8)
 (input logic async, clock,
  output logic sync);
  logic intermediate;
  always_ff @(posedge clock) begin
    intermediate <= async;
    sync <= intermediate;
  end
endmodule: Synchronizer
module ShiftRegister_PIPO
#(parameter WIDTH = 8)
  (input  logic [WIDTH-1:0] D,
   input  logic         en,
   input  logic         left,
   input  logic         load,
   input  logic         clock,
   output logic [WIDTH-1:0] Q);
   always_ff @(posedge clock)
     if (~en & load) begin
       Q <= D;
     end
     else if (en & ~load & left) begin
       Q <= Q << 1;
     end
     else if (en & ~load & ~left) begin
       Q <= Q >> 1;
     end
endmodule: ShiftRegister_PIPO
module ShiftRegister_SIPO
#(parameter WIDTH = 8)
  (input  logic [WIDTH-1:0] D,
   input  logic         serial,
   input  logic         en,
   input  logic         left,
   input  logic         clock,
   output logic [WIDTH-1:0] Q);
   always_ff @(posedge clock)
     if (~en) begin
       Q <= D;
     end
     else if (en & left) begin
       Q <= Q << 1;
       Q[0] <= serial;
     end
     else if (en & ~left) begin
       Q <= Q >> 1;
       Q[WIDTH-1] <= serial;
     end
endmodule: ShiftRegister_SIPO
module BarrelShiftRegister
#(parameter WIDTH = 8)
  (input  logic             en,
   input  logic             load,
   input  logic [$clog2(WIDTH)-1:0]       by,
   input  logic [WIDTH-1:0] D,
   input  logic             clock,
   output logic [WIDTH-1:0] Q);
   always_ff @(posedge clock)
     if (~en & load) begin
       Q <= D;
     end
     else if (en & ~load) begin
       Q <= D << by;
     end
endmodule: BarrelShiftRegister
module BusDriver
#(parameter WIDTH = 8)
 (input logic             en,
  input logic [WIDTH-1:0] data,
  output logic [WIDTH-1:0] buff,
  inout tri   [WIDTH-1:0] bus);
  assign buff =  bus;
  assign bus = (en) ? data : 'bz;
endmodule: BusDriver
module Memory 
 #(parameter DW = 16,  
             W  = 256, 
             AW = $clog2(W)) 
  (input logic re, we, clock, 
   input logic [AW-1:0] addr, 
   inout tri   [DW-1:0] data); 
   logic [DW-1:0] M[W]; 
   logic [DW-1:0] rData; 
   assign data = (re) ? rData: 'bz; 
   always_ff @(posedge clock) 
     if (we)  
       M[addr] <= data; 
   always_comb 
     rData = M[addr]; 
endmodule: Memory
module count
#(parameter WIDTH = 8)
  (input logic              clock, 
   input logic              reset,
   output logic [WIDTH-1:0] out);
   logic iterator;
   always_ff @(posedge clock) begin
    if (reset) begin
      out <= 0;
    end
    else begin
      out <= out + 1;
    end
  end
endmodule: count
File: ./run.sh
#!/bin/bash
# OpenROAD 26Q1-2900-gdf79404cd8, Yosys 0.63+post, stock flow scripts
make -C /OpenROAD-flow-scripts/flow DESIGN_CONFIG=/design/flow/config.mk WORK_HOME=/design/flow/orfs finish
File: ./config.mk
export PLATFORM = sky130hd
export DESIGN_NAME = Memory
export DESIGN_NICKNAME = Memory
export VERILOG_FILES = /design/flow/design.v
export SDC_FILE = /design/flow/constraint.sdc
export NUM_CORES = 4
export LEC_CHECK = 1
export CORE_UTILIZATION = 50
File: ./constraint.sdc
current_design Memory

set clk_period 45.1
set clk_io_pct 0.2

create_clock -name clk0 -period $clk_period [get_ports {clock}]

set non_clock_inputs [all_inputs -no_clocks]
set_input_delay [expr $clk_period * $clk_io_pct] -clock clk0 $non_clock_inputs
set_output_delay [expr $clk_period * $clk_io_pct] -clock clk0 [all_outputs]
==> qor.csv <==
stage,metric,value,unit
placement,gp_congestion,0.881,
cts,cts_setup_buffers,0,
floorplanning,pin_count,27,
cts,cts_max_level,5,
yosys,ys_ff,4096,
status,tool.error,"[error] [KeplerFormal.cpp:679] Workflow failed: Iso has multiple drivers: .data0, place837.X0",
cts,clkSinkCount,4096,
status,lastStage,4_1_cts,
yosys,yosys.cell_types.count,21,
status,status,stopped before the end,
cts,hold_buffers,0,
floorplanning,chipHeight,559,um
yosys,netlist_instances,6711,
floorplanning,rows,204,
placement,io_buffers,9,
cts,numCtsBuffers,409,
yosys,syn-cell-area,155000,um^2
floorplanning,floorplan.core_util,0.503,
yosys,ys_warn_count,3,
yosys,avgSynthCellArea,23.1,um^2
yosys,ys_cells,6711,
cts,cts_resized,0,
cts,root_buffer,clkbuf_16,
placement,place_area,163000,um^2
yosys,ys_seq_share,0.793,
cts,cts.path.max_buffers,4,
floorplanning,dieWidth,559,um
placement,place.detailed.hpwl,219000,um
yosys,yosys.stat.chipArea,155000,um^2
[cells by family after synthesis]
group           synth area share
buf+inv                   0.0124
compound gates            0.0367
flops                      0.793
simple gates             0.00909
mux                        0.149
[Yosys cell counts, drive strengths merged]
| cell type | n | share of area |
|---|---|---|
| a21oi | 256 | 0.0083 |
| a22oi | 512 | 0.025 |
| and2 | 3 | 0.00012 |
| buf | 171 | 0.0063 |
| clkbuf | 249 | 0.0060 |
| edfxtp | 4096 | 0.79 |
| inv | 1 | 0.000024 |
| mux4 | 1024 | 0.15 |
| nand2 | 28 | 0.00068 |
| nand2b | 6 | 0.00024 |
| nand3 | 13 | 0.00042 |
| nand4 | 16 | 0.00065 |
| nor2 | 232 | 0.0056 |
| nor2b | 7 | 0.00028 |
| nor3 | 30 | 0.00097 |
| o41ai | 64 | 0.0036 |
| or2 | 2 | 0.000081 |
| or3 | 1 | 0.000040 |
[per-stage QoR]
step / worst slack [ps] / std cells / util / power [uW] / hold WS, ps
2_1_floorplan: 21400 / 6711 / - / 4430 / 4640
3_5_place_dp: 20700 / 10900 / 0.527 / 4820 / 1410
3_3_place_gp: 20670 / 10900 / 0.527 / 4890 / 1400
Power figures rest on the tool's default switching activity, not on a simulated workload.
